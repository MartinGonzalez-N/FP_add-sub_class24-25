### run.sh
#!/bin/bash
# OpenROAD 26Q1-2900-gdf79404cd8, Yosys 0.63+post, stock flow scripts
make -C /OpenROAD-flow-scripts/flow DESIGN_CONFIG=/design/flow/config.mk WORK_HOME=/design/flow/orfs finish
### config.mk
export PLATFORM = sky130hd
export DESIGN_NAME = mantissa_shifter
export DESIGN_NICKNAME = mantissa_shifter
export VERILOG_FILES = /design/flow/design.v
export SDC_FILE = /design/flow/constraint.sdc
export NUM_CORES = 4
export LEC_CHECK = 1
export CORE_UTILIZATION = 40
### constraint.sdc
current_design mantissa_shifter

set clk_period 7.8
set clk_io_pct 0.2

create_clock -name clk0 -period $clk_period

set non_clock_inputs [all_inputs -no_clocks]
set_input_delay [expr $clk_period * $clk_io_pct] -clock clk0 $non_clock_inputs
set_output_delay [expr $clk_period * $clk_io_pct] -clock clk0 [all_outputs]
### design.v
package global_params;
    parameter int MANT_BITS = 23;
    parameter int EXP_BITS   = 8;   
    parameter int BIAS       = 127;  
endpackage
`timescale 1ns / 1ps
module mantissa_shifter #(parameter MANTISSA_WIDTH=23)(
    input [MANTISSA_WIDTH-1:0] ma,
    input [MANTISSA_WIDTH-1:0] mb,
    input [4:0] shift_spaces,
    input [1:0] exp_magnitude,
    output reg [MANTISSA_WIDTH+3:0] mantissa_a_out,
    output reg [MANTISSA_WIDTH+3:0] mantissa_b_out
);
localparam AGREATER = 2'b10;
localparam BGREATER = 2'b00;
localparam EQUAL = 2'b11;
wire [MANTISSA_WIDTH+3:0] operand_a, operand_b;
assign operand_a = {1'b1, ma, 3'b0};   
assign operand_b = {1'b1, mb, 3'b0};   
always @(*) begin 
    case (exp_magnitude)
        AGREATER: begin
            mantissa_a_out = operand_a;
            mantissa_b_out = operand_b >> shift_spaces;
            end
        BGREATER: begin
            mantissa_b_out = operand_b;
            mantissa_a_out = operand_a >> shift_spaces;
            end
        EQUAL: 
            begin 
            mantissa_a_out = operand_a;
            mantissa_b_out = operand_b;
            end
        default: begin 
            mantissa_a_out = operand_a;
            mantissa_b_out = operand_b;
            end
    endcase
end
endmodule
==> Changelog: implementation <==
### Changed

* Syn Inst Count at about 350
* # Cells Yosys at 353
* Rows at 28
* Yosys synthesis chip area at between 2000 and 2500 um^2
* Final worst path period need at about 6.6 ns
* Remaining DRCs at 0
* Core area at between 5000 and 6000 um^2
* Top delay family on crit path: buffers and inverters
* Adders+Majority by Area at 0%
* Status: complete, no violations
* Least-Margin Pin Slew at between 0.8 and 0.9 ns
* Fin area at around 3500 um^2
* Layout cells sized above 1 at 9.24%
* Fin crit share at between 80% and 90%
* Number of vias in the routed layout at between 3,000 and 4,000
* CP Capture Type: output pin
* Syn. warnings at 1
* Final hold vios at 0
* Slowest CP cell: nand2b_2
* Critical Path RT at roughly 6.2 ns
* Kind of critical path: primary input to output pin
* WL/cell at roughly 21 um
* Met2 Use GR at between 50 and 60%
* Largest net degree at the start of global routing at around 42
* GRT busiest layer: met1
* Met3 Use GR at a little under 7%
* Die H at 80.0 um
* I/O pin count at roughly 110
* Comb. cell area at approximately 2300 um^2
* Synth-to-layout area growth at 43.2%
* Post-CTS resize count at 0
* Post-synth cell types at roughly 53
* Startpoint types: primary input
* Routed wire length at 10,600 um
* Commonest Layout Cell: clkdlybuf4s50_1
* Initial antenna violation count at 0
* Top logic family: multiplexers
* Antenna Nets Post-Route at 0
* Post-Synthesis Cell Area at about 2400 um^2
* FILL cells at 580
* Pins over their slew limit at 0
* Inst Count DP at 508
* Drt pass-1 iters at 6
* Leak at 1.35 nW
* Syn avg cell area at roughly 7 um^2
* Most numerous logic cells after layout: 106 x clkdlybuf4s50_1, 65 x nand2_1, 43 x mux2i_1
* Placed Area at 3490 um^2
* Cell Pwr Density at between 60 and 70 nW/um^2
* Global placement routability congestion at between 0.9 and 1
* Sequential-to-total area share from yosys stat at 0%
* GR Util All Layers at between 30% and 40%
* Post-CTS repair timing setup buffer count at 0
* Count of tool warnings at 33
* Hold-fix buffers, CTS at 0
* Die Span X at about 80 um
* And+or+nand+nor area frac at around a quarter
* CP peak stage delay at roughly 0.65 ns
* Most frequent CP cell: clkdlybuf4s50_1
* Dpl hpwl at just over 8000 um
* Fin Setup TNS at 0 ns
* Crit-path max FO at 35
* Max Cap Viol at 0
* Dpl ws at between 1 and 1.5 ns
* Finished Layout Cells at 508
* Buffers added on ports at around 110
* Met1 GRT Util at ~52%
* Fmax at between 150 and 200 MHz
* Clkbuf count at 0
* GRT overflow at 0
* Worst EP arrival at about 5 ns
* Final Total Pwr at around 240 uW
* Fp_density at roughly two fifths
* DR vias/cell at 6.41
* Slew HR at 43.8%
* Die ar. at about 6400 um^2
* RSZ-0062 raised after global routing: no
* Sequential Area at 0 um^2
* Buffers & Inverters on Critical Path at 3
* DR iter-0 viols at a little under 300
* Complex-gate fraction of the synthesized area at 33.6%
* Vias in the first global route at ~3,000
* ANT cells at 0
* Hold Crit Class: primary input to output pin
* First-pass GRT wire length at approximately 16,000 um
* Flop count at 0
* Final setup viols at 0
* Mux share at between 30% and 40%
* XORs/XNORs by Area at 0%
* Setup ws final at approximately 1.2 ns
* Cell Chain, Critical Path: clkdlybuf4s50_1, nand2b_2, buf_4, mux4_2, a222oi_1, and2_1, o21bai_1, o21ai_0, clkdlybuf4s50_1
* Max VDD drop at about 0.000036 V
[metal layers]
layer  part of all wire, %  up-vias  wire, um
li1                      -     1535         -
met1                    44     1521      4640
met3                    10       12      1060
met4                   1.3        0       141
met5                     0        -         0
met2                    45      186      4760
[area by class of cell]
class                           instances  share of cell area, %
Inverter                                5                  0.538
Timing Repair Buffer                  114                   32.1
Tap cell                               75                   2.69
Multi-Input combinational cell        314                   64.7
[logic make-up after synthesis]
kind of cell	Yosys count
simple gates	128
mux	68
buf+inv	39
compound gates	118
[final timing paths]
check | start | to | cells past startpoint | slack (ns)
worst max-delay path | exp_magnitude[0] | mantissa_b_out[15] | 9 | 1.22
worst min-delay path | ma[22] | mantissa_a_out[25] | 4 | 4.09
[per-stage QoR]
stage | util, % | hold WS, ns
4_1_cts | 59.3 | 4.10
6_report | 59.3 | 4.09
3_5_place_dp | 59.3 | 4.09
5_1_grt | 59.3 | 4.14
3_3_place_gp | 59.3 | 4.09
2_1_floorplan | - | 3.17
[Yosys cell counts, drive strengths merged, types with 3 or more instances]
cell | instances | area (um^2)
buf | 12 | 78.8
clkbuf | 22 | 82.6
a222oi | 4 | 40.0
nand2 | 65 | 244
o21ai | 33 | 165
a211oi | 4 | 30.0
a41oi | 3 | 26.3
a211o | 3 | 26.3
nor3 | 8 | 40.0
o32ai | 3 | 26.3
and2 | 5 | 31.3
nor2 | 25 | 93.8
nand3 | 7 | 35.0
mux2i | 43 | 430
a22oi | 6 | 45.0
mux2 | 12 | 143
inv | 4 | 15.0
o22ai | 8 | 50.1
o31ai | 9 | 67.6
a21oi | 11 | 55.1
a32oi | 3 | 26.3
a31oi | 5 | 31.3
a22o | 7 | 61.3
nand2b | 5 | 31.3
mux4 | 13 | 293
o22a | 3 | 26.3
[where the power goes]
group	internal [mW]	switching [mW]	leakage [nW]
clock	0	0	0
combinational	0.121	0.118	1.35
sequential	0	0	0
total	0.121	0.118	1.35
Power figures rest on the tool's default switching activity, not on a simulated workload.
