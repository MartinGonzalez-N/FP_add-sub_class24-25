==> design/flow/design.v <==
package global_params;
    parameter int MANT_BITS = 23;
    parameter int EXP_BITS   = 8;   
    parameter int BIAS       = 127;  
endpackage
`timescale 1ns / 1ps
module  exponent_sub_upd #(parameter EXP_WIDTH = 8)(     
    input [EXP_WIDTH-1: 0] exp_a, exp_b,
    output reg [4:0] shift_spaces,
    input sign_a, sign_b,
    output reg [1:0] exp_disc,
    output reg [EXP_WIDTH-1:0] exp_value,
    output reg out_sign,  
    input operation_select  
);    
    wire a_greater, a_less, a_equal;
    wire update_sign_b;
    assign a_greater = (exp_a > exp_b);         
    assign a_less = (exp_a < exp_b);            
    assign a_equal = (exp_a == exp_b);          
    assign update_sign_b = sign_b ~^ operation_select;
    always @(*) begin                         
        exp_disc = a_greater ? 2'b10 : 
        a_less ? 2'b00 : 2'b11; 
    end
    always @(*) begin
        exp_value = (a_greater || a_equal) ? exp_a : exp_b;     
    end   
    always @(*) begin
        out_sign = a_greater ? sign_a : update_sign_b;                 
    end      
    always @(*) begin
        shift_spaces = a_greater ? exp_a - exp_b : 
                    a_less ? exp_b - exp_a : 8'b00000000;
    end 
endmodule 
==> design/flow/run.sh <==
#!/bin/bash
# OpenROAD 26Q1-2900-gdf79404cd8, Yosys 0.63+post, stock flow scripts
make -C /OpenROAD-flow-scripts/flow DESIGN_CONFIG=/design/flow/config.mk WORK_HOME=/design/flow/orfs finish
==> design/flow/config.mk <==
export PLATFORM = sky130hd
export DESIGN_NAME = exponent_sub_upd
export DESIGN_NICKNAME = exponent_sub_upd
export VERILOG_FILES = /design/flow/design.v
export SDC_FILE = /design/flow/constraint.sdc
export NUM_CORES = 4
export LEC_CHECK = 1
export CORE_AREA = 10 10 70 70
export DIE_AREA = 0 0 80 80
==> design/flow/constraint.sdc <==
current_design exponent_sub_upd

set clk_period 5.1
set clk_io_pct 0.2

create_clock -name clk0 -period $clk_period

set non_clock_inputs [all_inputs -no_clocks]
set_input_delay [expr $clk_period * $clk_io_pct] -clock clk0 $non_clock_inputs
set_output_delay [expr $clk_period * $clk_io_pct] -clock clk0 [all_outputs]
==> Flow_metrics.wiki <==
=== Synthesis and place and route ===
{| class="wikitable"
! Metric !! Value
|-
| Half-perimeter wire length of the detailed placement result || 1.63 mm
|-
| Area taken by flip-flops and latches || 0 sq um
|-
| Dominant delay contributor by cell family on the critical path || buffers and inverters
|-
| Final Max Slew Viols || 0
|-
| Number of global-route vias before repair || 635
|-
| Instance area at placement || 996 sq um
|-
| Setup TNS Final || 0 ns
|-
| Run status || finished clean
|-
| Fill cell instance count of the final layout || 385
|-
| Worst vdd ir || 0.0327 mV
|-
| Instance count of the mapped netlist || 82
|-
| Fin. Hold Viols || 0
|-
| Final std cells w/o fill || 161
|-
| Crit path largest cell delay || 0.48 ns
|-
| Logic depth of the worst setup path including buffers || 9
|-
| DRC marker count from the first detailed-route iteration || 16
|-
| Hold WC Path Type || in -> out
|-
| Endpoints failing setup || 0
|-
| Critical Path End Type || output port
|-
| Final critical path time including I/O delays and setup || 4.69 ns
|-
| Crit path required time || 4.08 ns
|-
| Overall global routing resource usage || 5.37%
|-
| Cell row count || 21
|-
| Post-CTS repair timing setup buffer count || 0
|-
| Residual antenna-violating net count after detailed routing || 0
|-
| Fraction of the core area covered by cells at the end of the flow || 29.2%
|-
| Core region area || 3420 sq um
|-
| Largest net degree at the start of global routing || 11
|-
| Static Leak || 0.000465 uW
|-
| Synthesized area per cell || 7.40 sq um
|-
| Netlist Area Pre-Place || 607 sq um
|-
| Number of clock buffer instances in the layout || 0
|-
| Count of instantiated cells in the yosys netlist || 82
|-
| Element type at the critical path start || input pin
|-
| Vias per inst || 4.07
|-
| Final std cell area, no fill || 996 sq um
|-
| Critical path data arrival time || 3.67 ns
|-
| PostCTS Resize Cnt || 0
|-
| Via count || 655
|-
| Number of max-capacitance violations reported || 0
|-
| CP Max Fanout || 9
|-
| Overall die height || 80 um
|-
| Peak Freq || 0.213 GHz
|-
| Commonest non-fill, non-tap cell in the layout || clkdlybuf4s50_1
|-
| Slew HR || 64.7%
|-
| Area of the die || 6400 sq um
|-
| Worst Path Class, Setup || in -> out
|-
| Worst Max-Slew Pin Slew || 0.529 ns
|-
| Initial antenna violation count || 0
|-
| Register share after synthesis || 0%
|-
| RSZ-0062 raised after global routing || no
|-
| Cells on Worst Hold Path || 4
|-
| Tool warning count || 36
|-
| Detailed-routing iteration count for the pre-antenna-repair pass || 4
|-
| I/O Buffers || 35
|-
| Initial Utilization || 17.8%
|-
| Worst path most repeated cell || clkdlybuf4s50_1
|-
| GP Congestion || 0.828
|-
| WL/cell || 11.1 um
|-
| Remaining design rule violation count || 0
|-
| Count of buffering cells on the critical path with inverters included || 3
|-
| Number of placed cells counting well taps || 161
|-
| Inserted Diodes || 0
|-
| Flip-flops || 0
|-
| Period utilization || 91.9%
|-
| Num ports || 35
|-
| CP max stage cell || clkdlybuf4s50_1
|-
| Yosys cell types || 30
|-
| Ratio of cells with drive above 1 in the final layout || 7.83%
|-
| Cts-stage hold buffer count || 0
|-
| Die width || 80 um
|-
| Most numerous logic cells after layout || clkdlybuf4s50_1, inv_1, ha_1
|-
| Yosys synthesis chip area || 607 sq um
|-
| Remaining global-route overflow || 0
|-
| Total power of the final layout || 111 uW
|-
| Cell Chain, Critical Path || clkdlybuf4s50_1, inv_1, ha_1, fa_1, o21a_1, o21ba_1, and3_1, or3_1, clkdlybuf4s50_1
|-
| Relative area change from synthesis to final layout || 64.1%
|-
| P per Cell Area || 112 nW/um^2
|-
| Count of synthesis-stage warnings from yosys || 1
|-
| Routed wire length || 1.79 mm
|-
| Global-route wire length before repair || 2.95 mm
|}
-- layout make-up --
class | instances | area, sq um | share of cell area [%]
repair buffers | 35 | 350 | 35.2
well taps | 46 | 57.6 | 5.78
multi-input cells | 65 | 531 | 53.3
inverters | 15 | 57.6 | 5.78
-- Yosys cell counts, types with 2 or more instances --
| master | instances | share of area (%) |
|---|---|---|
| a21o_1 | 2 | 2.5 |
| a21oi_1 | 10 | 8.2 |
| and3_1 | 2 | 2.1 |
| fa_1 | 2 | 6.6 |
| ha_1 | 12 | 25 |
| inv_1 | 14 | 8.7 |
| mux2_2 | 4 | 7.4 |
| mux2i_1 | 5 | 8.2 |
| nand2_1 | 4 | 2.5 |
| nand3b_1 | 2 | 2.5 |
| nand4_1 | 2 | 2.1 |
| nor2_1 | 4 | 2.5 |
| o21ai_0 | 2 | 1.6 |
-- power by group --
part / internal, uW / switching (uW) / leakage (uW) / total [uW]
logic: 69.5 / 41.7 / 0.000465 / 111
registers: 0 / 0 / 0 / 0
clock network: 0 / 0 / 0 / 0
-- per-stage QoR --
step | hold slack, ns | setup WS (ns)
6_report | 3.01 | 0.412
5_1_grt | 3.06 | 0.250
4_1_cts | 3.03 | 0.387
3_3_place_gp | 3.02 | 0.425
2_1_floorplan | 2.13 | 1.47
3_5_place_dp | 3.02 | 0.395
-- cells by family after synthesis --
family | count (synthesis) | synth area share [%]
simple gates | 21 | 18.8
compound gates | 20 | 20.2
buf+inv | 17 | 12.6
fa+ha+maj | 14 | 31.3
mux | 9 | 15.7
xor+xnor | 1 | 1.44
-- worst paths after layout --
path	start	slack [ns]	endpoint
min	exp_b[2]	3.01	exp_value[2]
max	exp_a[0]	0.41	shift_spaces[3]
-- metal layers --
layer  vias to the layer above  GRT usage [%]  share of wire (%)
met1                       290           7.03                 47
li1                        351              -                  -
met2                        14           9.31                 46
met4                         0              0                  0
met3                         0           1.14                6.4
met5                         -              0                  0
Power figures rest on the tool's default switching activity, not on a simulated workload.
