==> design/flow/run.sh <==
#!/bin/bash
# OpenROAD 26Q1-2900-gdf79404cd8, Yosys 0.63+post, stock flow scripts
make -C /OpenROAD-flow-scripts/flow DESIGN_CONFIG=/design/flow/config.mk WORK_HOME=/design/flow/orfs finish
==> design/flow/config.mk <==
export PLATFORM = sky130hd
export DESIGN_NAME = mantissa_add_sub
export DESIGN_NICKNAME = mantissa_add_sub
export VERILOG_FILES = /design/flow/design.v
export SDC_FILE = /design/flow/constraint.sdc
export NUM_CORES = 4
export LEC_CHECK = 1
export CORE_AREA = 10 10 70 70
export DIE_AREA = 0 0 80 80
==> design/flow/constraint.sdc <==
current_design mantissa_add_sub

set clk_period 4.4
set clk_io_pct 0.2

create_clock -name clk0 -period $clk_period

set non_clock_inputs [all_inputs -no_clocks]
set_input_delay [expr $clk_period * $clk_io_pct] -clock clk0 $non_clock_inputs
set_output_delay [expr $clk_period * $clk_io_pct] -clock clk0 [all_outputs]
==> design/flow/design.v <==
package global_params;
    parameter int MANT_BITS = 23;
    parameter int EXP_BITS   = 8;   
    parameter int BIAS       = 127;  
endpackage
`timescale 1ns / 1ps
module mantissa_add_sub #(parameter MANTISSA_WIDTH = 0)(
    input reg [MANTISSA_WIDTH+3:0] man_a, man_b,
    input reg ma_sign, mb_sign, operation_select,
    output reg [MANTISSA_WIDTH+3:0] result,
    output reg carry_out
);
  wire [MANTISSA_WIDTH+3:0] sum;
  wire [MANTISSA_WIDTH+3:0] sub;
    wire op;
    wire [MANTISSA_WIDTH+3:0] operand_a, operand_b; 
  assign op = (operation_select ^ (ma_sign ^ mb_sign));
    assign {carry_out, sum} = man_a + man_b;
  	assign sub = man_a + ~man_b + 1;
  assign result = op ? sum : (man_b > man_a) ? ~(sub-1) : sub;
endmodule
==> results.txt <==
run metrics: run status=finished clean, worst vdd ir=38.9 µV, Vias=424, number of cell instances after yosys synthesis=55, relative slew slack=60.5%, # DRC=0, pin count of the biggest net entering global routing=7, Setup crit end=result[3], launch instance of the worst min-delay path=man_b[3], utilization of the core after routing=21.7%, cts-stage hold buffer count=0, cell with the largest stage delay on the worst path=clkdlybuf4s50_1, mean number of vias per cell=3.42, synthesized area per cell=7.87 µm², number of buffers and inverters on the critical path=3, distinct cell type count after synthesis=23, chip area line of the yosys report=433 µm², critical path class=input port to primary output, slew at the pin closest to its max-slew limit=588 ps, RSZ-0062 raised after global routing=false, slack of the critical path=401 ps, register area share after synthesis=0%, summed instance area of the synthesized netlist=433 µm², share of layout cells above drive strength 1=16.7%, kind of end point of the critical path=primary output, peak clock frequency supported by timing=250 MHz, area delta synth->final=71.4%, sum of negative setup slack=0 ps, die boundary width=80 µm, number of warnings in the stage logs=39, via count of the first global-routing pass=444, global-route wire length before repair=1910 µm, diodes inserted=0, Core Region=3420 µm², ordered list of cells on the worst path=clkdlybuf4s50_1 -> inv_1 -> ha_2 -> fa_2 -> xor2_1 -> and3_1 -> or3_4 -> a31oi_4 -> xnor2_1 -> dlymetal6s2s_1, biggest cell delay along the critical path=470 ps, die area=6400 µm², Core Density at Floorplan=12.7%, placed standard-cell area=692 µm², leakage power of the design=0.346 nW, total number of sequential cells=0, worst hold slack=2690 ps, global routing usage summed across all routing layers=3.50%, count of cell instances traversed by the critical path=10, count of yosys warnings during synthesis=1, detailed-route wire length per cell=8.88 µm, worst min path class=input port to primary output, synthesized instance count=55, non-filler instance count after layout=124, count of endpoints failing hold in the final timing report=0, number of clock buffer instances in the layout=0, Remaining Overflow, GRT=0, count of standard-cell rows=21, violation count after the first detailed-routing iteration=9, number of stages on the worst hold path=5, WP data required=3520 ps, Final Cycle Share=90.9%, finished layout cell area=742 µm², Antenna Nets Post-Route=0, Min Clock Period, post-route=4000 ps, HPWL after detailed placement=972 µm, routability-driven placement congestion ratio=0.832, cell type group with the largest total delay on the critical path=buffers and inverters, worst setup path startpoint=man_a[0], final-report setup violation count=0, die span in y=80 µm, maximum fanout along the worst path=2, Port-buffer cells=16, element type at the critical path start=input port, cell count after placement=123, router iterations before antenna repair=2, total power density per cell area=132 nW/µm², Total Power=0.0976 mW, placement-stage worst setup slack=-6.15 ps, maximum capacitance violations=0, number of antenna violations at the first check in global routing=0, Slew Viols, Final=0, arrival time worst endpoint=3120 ps, count of boundary I/O pins=16, Seq. cell area=0 µm², detailed-route wire length=1100 µm
-- report_power, final --
part	switching [mW]	internal (mW)	total, mW	leakage (nW)
combinational	0.0381	0.0595	0.0976	0.346
sequential	0	0	0	0
clock	0	0	0	0
-- layout make-up --
type	count	area, µm²
tap	46	57.6
fill	386	2670
timing repair buffer	24	225
inverter	10	37.5
multi-input combinational	44	422
-- metal layers --
layer	vias up	routed length (µm)	global-route usage, %
li1	231	-	-
met1	183	512	4.38
met2	10	517	5.94
met3	0	71	1.25
met4	0	0	0
met5	-	0	0
-- what timing repair did --
item / 4_1_cts / 5_1_grt
buffers inserted: 0 / 1
gates resized: 2 / 7
gates cloned: 0 / 0
pin swaps: 1 / 3
endpoints found under the hold margin: 0 / 0
endpoints found under the setup margin: 1 / 2
-- worst min-delay path by stage --
stage | end | slack, ps
CTS | result[0] | 2910
global route | result[3] | 2740
finish | result[3] | 2690
-- placed cells by master, fill, tap and decap left out, types with 2 or more instances in the layout --
cell and instances:
nand2_1 2, a21oi_1 2, o21ai_0 2, dlymetal6s2s_1 2
xnor2_1 3, nor2_1 3, buf_4 8, inv_1 10
xor2_1 2, ha_1 10, clkdlybuf4s50_1 14
-- cell usage after synthesis, drive strengths merged --
cell / instances / share of area, %
fa: 2 / 9.2
inv: 10 / 8.7
nand2b: 1 / 1.4
a31oi: 2 / 2.9
and3: 1 / 1.4
mux2i: 1 / 2.3
ha: 12 / 35
xnor2: 3 / 6.1
nor2b: 1 / 1.4
buf: 1 / 2.6
xor2: 2 / 4.0
o21a: 1 / 1.7
a21oi: 2 / 2.3
and4: 1 / 2.0
or3: 2 / 2.9
nand2: 2 / 1.7
o21ai: 3 / 3.5
nor2: 3 / 2.6
a211oi: 1 / 1.7
o21bai: 1 / 1.7
nand3b: 1 / 1.7
a211o: 1 / 2.0
nor3: 1 / 1.2
-- kinds of logic after synthesis --
logic type | Yosys count | share of synthesized area [%]
adders and majority gates | 14 | 43.9
AOI/OAI and AO/OA | 11 | 15.9
xor gates and xnor gates | 5 | 10.1
and+or+nand+nor | 13 | 16.5
muxes | 1 | 2.31
buffers and inverters | 11 | 11.3
No activity file was given, so power comes from the tool's default toggle rates.
